### design/flow/run.sh
#!/bin/bash
# OpenROAD 26Q1-2900-gdf79404cd8, Yosys 0.63+post, stock flow scripts
make -C /OpenROAD-flow-scripts/flow DESIGN_CONFIG=/design/flow/config.mk WORK_HOME=/design/flow/orfs finish
### design/flow/config.mk
export PLATFORM = sky130hd
export DESIGN_NAME = spi_wrapper
export DESIGN_NICKNAME = spi_wrapper
export VERILOG_FILES = /design/flow/design.v
export SDC_FILE = /design/flow/constraint.sdc
export NUM_CORES = 4
export LEC_CHECK = 1
export CORE_UTILIZATION = 40
### design/flow/constraint.sdc
current_design spi_wrapper

set clk_period 36.1
set clk_io_pct 0.2

create_clock -name clk0 -period $clk_period [get_ports {clk}]

set non_clock_inputs [all_inputs -no_clocks]
set_input_delay [expr $clk_period * $clk_io_pct] -clock clk0 $non_clock_inputs
set_output_delay [expr $clk_period * $clk_io_pct] -clock clk0 [all_outputs]
### design/flow/design.v
module ram (
    input [9:0] din,        
    input clk,               
    input rst_n,             
    input rx_valid,          
    output reg [7:0] dout,   
    output reg tx_valid      
);
    parameter MEM_DEPTH = 256;
    parameter ADDR_SIZE = 8;
    reg [ADDR_SIZE-1:0] mem [MEM_DEPTH-1:0]; 
    reg [ADDR_SIZE-1:0] addr;      
    always @(posedge clk ) begin
        if (!rst_n) begin
            addr <= 0;
            dout <= 0;
            tx_valid <= 0;
        end else if (rx_valid) begin
            if (din[9] == 1'b0) begin 
                if (din[8] == 1'b0) begin
                    addr <= din[7:0]; 
                end else if (din[8] == 1'b1) begin
                    mem[addr] <= din[7:0]; 
                end
                tx_valid <= 1'b0; 
            end else if (din[9] == 1'b1) begin 
                if (din[8] == 1'b0) begin
                    addr <= din[7:0]; 
                    tx_valid <= 1'b0; 
                end else if (din[8] == 1'b1) begin
                    dout <= mem[addr]; 
                    tx_valid <= 1'b1; 
                end
            end
        end else begin
            tx_valid <= 1'b0; 
        end
    end
endmodule
module SPI (
    input MOSI, 
    input SS_n, 
    input clk, 
    input rst_n, 
    input tx_valid,
    input [7:0] tx_data,
    output reg MISO,
    output reg rx_valid,
    output reg [9:0] rx_data
);
    parameter IDLE = 0;
    parameter CHK_CMD = 1;
    parameter WRITE = 2;
    parameter READ_ADD = 3;
    parameter READ_DATA = 4;
    reg [2:0] cs, ns;   
    reg count;
    reg wait_tx ; 
    always @(posedge clk or negedge rst_n) begin
        if(~rst_n)begin
            cs<= IDLE;
        end
        else
            cs<= ns;
    end
    always @(cs or SS_n or MOSI) begin
        case (cs)
            IDLE : begin
                if (SS_n == 0)
                    ns <= CHK_CMD;
                else
                    ns <= IDLE;
            end 
            CHK_CMD : begin
                if (SS_n == 1)
                    ns <= IDLE;
                else if (MOSI == 0)
                    ns <= WRITE;
                else if (count == 0) begin
                    ns <= READ_ADD;
                    count <= 1;
                end else begin
                  ns <= READ_DATA;
                   count <= 0;  
                end 
            end 
            WRITE : begin
                if (SS_n == 1)
                    ns <= IDLE;
                else 
                    ns <= WRITE;
            end 
            READ_ADD : begin
                if (SS_n == 1)
                    ns <= IDLE;
                else 
                    ns <= READ_ADD;
            end 
            READ_DATA : begin
                if (SS_n == 1)
                    ns <= IDLE;
                else 
                    ns <= READ_DATA;
            end 
        endcase
    end
    reg [3:0] bit_counter;
    reg [2:0] out_counter;
    always @(posedge clk) begin
        if (~rst_n) begin
            bit_counter <= 4'b1001;   
            out_counter <= 3'b111; 
            count <= 0;
            rx_valid <= 0;
            wait_tx =0;
        end else begin
            if (cs == WRITE && SS_n == 0) begin
                if (bit_counter > 0) begin
                    rx_data[bit_counter] <= MOSI;    
                    bit_counter <= bit_counter - 1;  
                    rx_valid <= 0;
                end else begin
                    rx_data[bit_counter] <= MOSI;    
                    bit_counter <= 9;                
                    rx_valid <= 1;                   
                end
            end
            if (cs == READ_ADD && SS_n == 0) begin
                if (bit_counter > 0) begin
                    rx_data[bit_counter] <= MOSI;    
                    bit_counter <= bit_counter - 1;  
                    rx_valid <= 0;
                end else begin
                    rx_data[bit_counter] <= MOSI;    
                    bit_counter <= 9;                
                    rx_valid <= 1;                   
                end
            end
            if (cs == READ_DATA && SS_n == 0) begin
                if (tx_valid == 1) begin  
                    if (out_counter > 0) begin
                        MISO <= tx_data[out_counter];   
                        out_counter <= out_counter - 1;  
                    end else begin
                        MISO <= tx_data[out_counter];   
                        out_counter <= 7;               
                        wait_tx =0;
                    end
                end else if (tx_valid == 0&& (~wait_tx)) begin
                    if (bit_counter > 0) begin
                        rx_data[bit_counter] <= MOSI;    
                        bit_counter <= bit_counter - 1;  
                        rx_valid <= 0;
                    end else begin
                        rx_data[bit_counter] <= MOSI;    
                        bit_counter <= 9;                
                        rx_valid <= 1;                   
                        wait_tx =1;
                    end
                end
            end
        end
    end
endmodule
module spi_wrapper (
    input clk,
    input rst_n,
    input MOSI,
    input SS_n,
    output MISO
);
    wire tx_valid, rx_valid;
    wire [9:0] rx_data;
    wire [7:0] tx_data;
    SPI spiBlock (
        .clk(clk),
        .rst_n(rst_n),
        .MOSI(MOSI),
        .SS_n(SS_n),
        .tx_valid(tx_valid),
        .tx_data(tx_data),
        .MISO(MISO),
        .rx_valid(rx_valid),
        .rx_data(rx_data)
    );
    ram #(
        .MEM_DEPTH(256),
        .ADDR_SIZE(8)
    ) ramBlock (
        .clk(clk),
        .rst_n(rst_n),
        .din(rx_data),
        .rx_valid(rx_valid),
        .dout(tx_data),
        .tx_valid(tx_valid)
    );
endmodule
==> Changelog: implementation <==
## Implementation

- DR iter-0 viols: about 3400
- Unrepaired setup endpoints after global routing: false
- Bufs on Longest Clock Path: 3
- Async SR Flop Fraction: 0.143%
- Worst Setup End Kind: flop
- Leak Pwr: 27.6 nW
- Dominant kind of combinational cell: multiplexers
- Setup CP Type: primary input to flop
- Part of the cycle the worst path needs: 28.1%
- Met1 wire length: 71700 microns
- Clk ins delay skew pair: 860 ps
- Hold slack: 546 ps
- Dpl cells: 6499
- Cell Count, Final, Fillers Out: 6878
- Post-CTS sizing: 0
- Adders+Majority by Area: less than 1%
- Crit path max-delay cell type: nor2_1
- P per Cell Area: 53.3 nW/um^2
- TritonRoute pass-1 iters: 5
- Synthesis Warnings: 5
- Fin crit period: 10150 ps
- Initial antenna violation count: 3
- Final design area excluding fillers: 91800 sq um
- Maximum number of pins on one net before global-route repair: 109
- Routed vias/inst: approximately 5.9
- Global-route wire length before repair: 326000 microns
- Setup violators final: 0
- Worst Clk Skew: roughly 41 ps
- Number of unconstrained endpoints: 6
- Peak supply drop: 0.0587 mV
- Share of layout cells above drive strength 1: 23.8%
- Mapped cell area: 81600 sq um
- Site Rows: 165
- Yosys aoi share: 2.44%
- Num CTS Buffers: between 200 and 250
- Postcts setup bufs: 0
- GRT overflow: 0
- Clk pin slew, worst setup/hold paths: roughly 70 ps
- Drt drc: 0
- CP Data Required Time: 36550 ps
- Number of max-cap violations: 0
- Tool warnings: 40
- H-Tree Depth: 4
- Top layer in use: met5
- XOR Share, Synth: 0.0322%
- Layout overhead on the synthesized area: 12.5%
- Routed wl met3: 42800 microns
- Met2 routed WL: 104000 microns
- Least-Margin Pin Slew: 979 ps
- Critical Path Source Type: primary input
- Dpl hpwl: 140000 microns
- Reg2reg start: ramBlock.addr[1]
- Hold Crit Class: flop to flop
- Count of buffers from port buffering: 4
- Vias: 40400
- FP Util: 40.3%
- Placed cell area: between 80000 and 90000 sq um
- Arrival time worst endpoint: 10600 ps
- Fillers: 16600
- Worst-path cell chain: clkdlybuf4s50_1 -> buf_4 -> and4b_1 -> nand2_1 -> nor2_1 -> nand2_2 -> buf_4 -> nor2_1
- Cts hold-fix bufs: 0
- Die width: 454 microns
- Core Util, Final: approximately 45%
- GR Util All Layers: 24.8%
- Core Region: 202000 sq um
- Final ANT Viol Nets: 0
- HP Start: ramBlock.dout[1]
- Die area: 206000 sq um
- Wire per inst: 33.1 microns
- Slew headroom: between 30% and 40%
- Yosys simple share: 3.41%
- Ports: 5
- Critical path launch point: rst_n
- CTS root buf: clkbuf_16
- Max stage delay on crit path: 660 ps
- Cells after Synth: 3913
- Fin. Hold Viols: 0
- Post-synth EDFFs: 2059
- Max FO, Critical Path: 41
- Mean area per synthesized cell: 20.8 sq um
- WL final: 228000 microns
- Register pins left without a clock: 3
- Top_reg_cell synth: edfxtp_1
- Area fraction in mux cells: 15.7%
- TritonCTS clock tree: done
- Yosys reg bits: 2091
- Ys cells: 3913
- Final TNS setup: 0 ps
- YS chip area: between 80000 and 90000 sq um
- Vias in the first global route: 45200
- Fin. max-slew vios: 0
- Die Ht: 454 microns
- Status: completed
- Fmax achieved: 98.5 MHz
- Yosys cell types: 69
- GP Congestion: between 0.9 and 1
==> report_power, final <==
part | leakage (nW) | switching (W) | internal (W)
clock | 3.30 | 0.000918 | 0.00126
sequential | 18.8 | 0.000000741 | 0.00266
combinational | 5.55 | 0.0000530 | 0.00000536
==> metal layers <==
| layer | GRT usage [%] | up-vias |
|---|---|---|
| li1 | - | 16500 |
| met1 | 29.1 | 20300 |
| met2 | 35.0 | 3184 |
| met3 | 20.8 | 415 |
| met4 | 7.32 | 6 |
| met5 | 0.420 | - |
==> kinds of logic after synthesis <==
logic type	Yosys count
DFF	2088
and+or+nand+nor	626
adders and majority gates	8
muxes	655
buffers and inverters	244
xor gates and xnor gates	3
AOI/OAI and AO/OA	286
latches	3
==> stage by stage <==
step | power (W) | worst slack, ps
after floorplan | 0.00274 | 27080
after global placement | 0.00278 | 25170
after detailed placement | 0.00277 | 25190
after CTS | 0.00493 | 26090
after global routing | 0.00502 | 25820
final | 0.00490 | 25950
==> critical path: cells and delay by family <==
| kind | cells | cell delay [ps] |
|---|---|---|
| buffers and inverters | 3 | 1330 |
| and+or+nand+nor | 5 | 2020 |
==> cells in the final DEF, fill, tap and decap left out, drive strengths merged, types with 7 or more instances in the layout <==
cell,instances
a2111oi,8
a211oi,14
a21oi,51
a221oi,7
a22oi,40
a31oi,13
a32o,7
a32oi,15
and3,12
buf,142
bufinv,31
clkbuf,232
clkinv,85
clkinvlp,18
dfxtp,26
edfxtp,2059
ha,8
inv,20
mux2,10
mux2i,144
mux4,501
nand2,147
nand2b,8
nand3,42
nand3b,7
nand4,9
nor2,302
nor2b,30
nor3,16
nor4,15
o21ai,32
o221ai,11
o22ai,41
==> flip-flops by register name (all words and copies together), names as in the netlist <==
signal	count
ramBlock.addr	8
ramBlock.dout	8
ramBlock.mem	2048
ramBlock.tx_valid	1
spiBlock.MISO	1
spiBlock.bit_counter	4
spiBlock.cs	3
spiBlock.ns	3
spiBlock.out_counter	3
spiBlock.rx_data	10
spiBlock.rx_valid	1
spiBlock.wait_tx	1
==> cell type report <==
class / instances / area [sq um] / area share (%)
Antenna cell: 5 / 12.5 / 0.0136
Clock buffer: 232 / 5190 / 5.65
Clock inverter: 142 / 1660 / 1.81
Inverter: 12 / 50.0 / 0.0545
Multi-Input combinational cell: 1578 / 17800 / 19.4
Sequential cell: 2091 / 62500 / 68.1
Tap cell: 2672 / 3340 / 3.64
Timing Repair Buffer: 146 / 1270 / 1.38
==> path summary, 6_finish.rpt <==
path                            cells past startpoint  slack, ps                   end
worst max-delay path                                8      25950  ramBlock.mem[132][4]
worst min-delay path                                1        550      ramBlock.dout[1]
worst max register to register                     10      30580      ramBlock.dout[1]
worst min register to register                      1        550      ramBlock.dout[1]
max in group asynchronous                           2      28970        spiBlock.cs[0]
min in group asynchronous                           2       6810        spiBlock.cs[1]
==> synth_stat cells, drive strengths merged (7+ instances only) <==
cell | instances | area share, %
a32oi | 15 | 0.16
nor2b | 30 | 0.23
nand3b | 7 | 0.064
a21oi | 51 | 0.31
nand4 | 9 | 0.069
a32o | 7 | 0.086
a221oi | 7 | 0.075
inv | 10 | 0.046
a31oi | 13 | 0.10
buf | 141 | 1.2
nor4 | 15 | 0.12
edfxtp | 2059 | 76
nand3 | 42 | 0.26
o221ai | 11 | 0.12
nor3 | 16 | 0.098
a22oi | 40 | 0.37
mux4 | 501 | 14
ha | 8 | 0.12
and3 | 12 | 0.092
o21ai | 32 | 0.20
clkbuf | 91 | 0.42
a211oi | 14 | 0.13
mux2 | 10 | 0.14
o22ai | 41 | 0.31
nor2 | 302 | 1.4
dfxtp | 26 | 0.64
nand2 | 147 | 0.68
a2111oi | 8 | 0.086
nand2b | 8 | 0.061
mux2i | 144 | 1.8
Power figures rest on the tool's default switching activity, not on a simulated workload.
